==> flow/design.v <==
module blink(clk,LED);
	input clk;
	output LED;
	reg [31:0] counter;
	reg LED_status;
	initial begin
		counter <= 32'b0;
		LED_status <= 1'b0;
	end
	always @ (posedge clk) 
	begin
		counter <= counter + 1'b1;
		if (counter > 50000000)
			begin
			LED_status <= !LED_status;
			counter <= 32'b0;
			end
	end
	assign LED = LED_status;
endmodule
==> flow/run.sh <==
#!/bin/bash
# OpenROAD 26Q1-2900-gdf79404cd8, Yosys 0.63+post, stock flow scripts
make -C /OpenROAD-flow-scripts/flow DESIGN_CONFIG=/design/flow/config.mk WORK_HOME=/design/flow/orfs finish
==> flow/config.mk <==
export PLATFORM = sky130hd
export DESIGN_NAME = blink
export DESIGN_NICKNAME = blink
export VERILOG_FILES = /design/flow/design.v
export SDC_FILE = /design/flow/constraint.sdc
export NUM_CORES = 4
export LEC_CHECK = 1
export CORE_UTILIZATION = 30
==> flow/constraint.sdc <==
current_design blink

set clk_period 3.0
set clk_io_pct 0.2

create_clock -name clk0 -period $clk_period [get_ports {clk}]

set non_clock_inputs [all_inputs -no_clocks]
set_input_delay [expr $clk_period * $clk_io_pct] -clock clk0 $non_clock_inputs
set_output_delay [expr $clk_period * $clk_io_pct] -clock clk0 [all_outputs]
==> Slide: Implementation Results <==
Synthesis and Place & Route Summary

Status
  • Status: complete, no violations

Pwr
  • Leakage: 0.505 nW
  • Peak supply drop: 199 uV
  • Pwr dens: 503 nW/um^2
  • Final total power: 0.788 mW

Timing
  • Slew @ Worst Pin: 0.717 ns
  • Hold violation count in the final report: 0
  • Worst rel slew slack: 0.518
  • Max Fclk: 496 MHz
  • Finish-stage setup viols: 0
  • Fin Setup TNS: 0 ns
  • Period utilization: 0.671
  • Clock period minus worst slack: 2.01 ns
  • RSZ-0062 raised after global routing: false
  • Pins Over Slew Limit: 0
  • Max Clock Skew: 0.00909 ns

Clock tree
  • CTS tree: done
  • Reg clk slew, reported paths: 0.06 ns
  • H-tree Lvls: 2
  • Resize count post-CTS: 0
  • Hold-fix buffers, CTS: 0
  • Post-CTS Setup Repair Bufs: 0
  • CTS buffer count: 5
  • Clock latency on the worst-skew pair: 0.28 ns
  • Clk Tree Root Cell: clkbuf_8
  • Num Clock Sinks: 33
  • Max clock buf depth: 2

Floorplan
  • Chip Height: 70.0 um
  • Core area: 4410 sq um
  • Die area: 4910 sq um
  • FP Rows: 24
  • Floorplan core density: 0.315
  • I/O pin cnt: 2
  • Die X: 70.0 um

Routing
  • Residual DRC: 0
  • Via density: 4.62
  • Post-DR wirelength/cell: 10.6 um
  • Routed Antenna Nets: 0
  • Detailed Route Iter0 Violations: 69
  • Routed WL: 2.32 mm
  • DRT Pass-1 Iters: 4
  • Vias: 1012
  • Number of diodes: 0

Synth
  • Asr flop ratio synth: 0
  • Synth Flop Type: dfxtp_1
  • Post-Syn Area: 1390 sq um
  • Yosys Instances: 156
  • Syn_area_per_cell: 8.90 sq um
  • Top cells by area: dfxtp_1 (46%), xor2_1 (11%), nor2_1 (8.4%)
  • Post-synth tally of flip-flops with integrated enable: 1
  • Library cells used by synthesis: 24
  • Max-area cell share: 0.461
  • Yosys chip area: 1390 sq um
  • Sequential area share after synthesis: 0.483
  • Count leader, synth: dfxtp_1
  • Top cell type by total area after synthesis: dfxtp_1
  • Register bit total from synthesis: 33
  • Post-Syn Instances: 156
  • Synth cell count leaders: dfxtp_1 (32), nor2_1 (31), xor2_1 (18)
  • Synth Warn #: 1

Job
  • Max cap viols: 0
  • Stage-log warning count: 26

GRT
  • First-pass GRT wire length: 4.09 mm
  • Vias in the first global route: 902
  • Initial antenna violation count: 0
  • Pin count of the biggest net entering global routing: 16
  • Grt total ovfl: 0
  • Tot GR Track Use: 0.103

Cells and area
  • FILL cells: 434
  • Share of layout cells above drive strength 1: 0.0539
  • Area delta synth->final: 12.7%
  • Final Non-Filler Cells: 219

Placed design
  • Post-DP HPWL: 1.63 mm
  • Dpl cells: 211
  • Gpl congestion: 0.772
  • Buffers on Ports: 1

Worst setup path
  • Worst EP required: 3.21 ns
  • Worst-path fanout max: 15
  • Arrival time worst endpoint: 2.22 ns
  • Critical path endpoint category: flop
  • Critical path class: flop to flop
  • Startpoint Class: flop

Hold path
  • Worst Hold Class: flop to flop
==> placed cells by master, fill, tap and decap left out <==
| master | instances |
|---|---|
| nor2_1 | 31 |
| or2b_2 | 2 |
| o21ai_0 | 1 |
| clkdlybuf4s50_1 | 1 |
| nand2_1 | 9 |
| nor2b_1 | 1 |
| xor2_1 | 18 |
| and4_1 | 3 |
| nor4_1 | 3 |
| ha_1 | 2 |
| a21oi_1 | 2 |
| inv_1 | 3 |
| edfxtp_1 | 1 |
| and3_1 | 3 |
| dfxtp_1 | 32 |
| nor3_1 | 7 |
| xnor2_1 | 6 |
| clkbuf_8 | 6 |
| buf_4 | 1 |
| nand3_1 | 13 |
| or4_1 | 1 |
| nor4bb_1 | 1 |
| nand4_1 | 9 |
| clkbuf_1 | 2 |
| or3b_1 | 2 |
| conb_1 | 6 |
| a41oi_1 | 1 |
==> per-stage QoR <==
step | cell area [sq um] | setup WS [ns] | utilization | hold WS (ns)
floorplan | 1410 | 1.14 | - | 0.449
global placement | 1480 | 0.987 | 0.334 | 0.473
detailed placement | 1480 | 0.954 | 0.334 | 0.480
CTS | 1570 | 0.952 | 0.355 | 0.494
global route | 1570 | 0.697 | 0.355 | 0.536
finish | 1570 | 0.986 | 0.355 | 0.490
==> per-layer routing <==
| metal | track usage | part of all wire |
|---|---|---|
| met4 | 0.0178 | 0.0069 |
| met2 | 0.142 | 0.41 |
| met5 | 0 | 0 |
| met1 | 0.165 | 0.55 |
| met3 | 0.0263 | 0.029 |
==> path summary, 6_finish.rpt <==
check | end | slack [ns] | startpoint | depth (start not counted)
worst min-delay path | counter[0] | 0.49 | counter[0] | 1
worst max-delay path | counter[18] | 0.99 | counter[10] | 6
worst max register to register | counter[18] | 0.99 | counter[10] | 6
worst min register to register | counter[0] | 0.49 | counter[0] | 1
==> where the power goes <==
part	leakage, nW	internal [mW]	switching [mW]
Sequential	0.269	0.448	0.00218
Clock	0.0455	0.187	0.144
Combinational	0.191	0.00442	0.00264
Total	0.505	0.639	0.149
==> cell type report <==
cell class / instances / area (sq um) / share of cell area
repair buffers: 2 / 17.5 / 0.0112
inverters: 3 / 11.3 / 0.00719
multi-input cells: 121 / 711 / 0.454
clock buffers: 8 / 90.1 / 0.0576
well taps: 52 / 65.1 / 0.0416
flip-flops and latches: 33 / 671 / 0.428
==> cell families (layout without fill, tap and decap cells) <==
family	count (synthesis)	in the layout	synth area share
DFF	33	33	0.483
buffers and inverters	7	13	0.0189
AOI/OAI and AO/OA	4	4	0.0171
and+or+nand+nor	85	85	0.309
other	1	6	0.00270
xor gates and xnor gates	24	24	0.151
adders and majority gates	2	2	0.0180
==> state kept, by name, summed over array words and instances (netlist names) <==
| register | count |
|---|---|
| LED_status | 1 |
| counter | 32 |
==> critical path, stage by stage (launching register included) <==
cell and delay (ns):
dfxtp_1 0.35, nor4_1 0.32, or2b_2 0.34, a41oi_1 0.18
nand2_1 0.34, buf_4 0.31, nor2_1 0.10
No activity file was given, so power comes from the tool's default toggle rates.
