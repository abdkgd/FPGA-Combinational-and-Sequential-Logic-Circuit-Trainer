### constraint.sdc
current_design ALU

set clk_period 1.5
set clk_io_pct 0.2

create_clock -name clk0 -period $clk_period

set non_clock_inputs [all_inputs -no_clocks]
set_input_delay [expr $clk_period * $clk_io_pct] -clock clk0 $non_clock_inputs
set_output_delay [expr $clk_period * $clk_io_pct] -clock clk0 [all_outputs]
### run.sh
#!/bin/bash
# OpenROAD 26Q1-2900-gdf79404cd8, Yosys 0.63+post, stock flow scripts
make -C /OpenROAD-flow-scripts/flow DESIGN_CONFIG=/design/flow/config.mk WORK_HOME=/design/flow/orfs finish
### design.v
module ALU(a, b, operation, Result); 
      input [1:0]a;
	   input [1:0]b; 
      input [1:0] operation; 
      output reg [1:0] Result; 
      always@(a or b or operation) 
          begin 
               case (operation) 
                  2'b00:  Result = a & b;    
                  2'b01:  Result = a  |   b;    
                  2'b10:  Result = a +  b;     
                  2'b11:  Result = a - b;     
               endcase 
           end
endmodule
### config.mk
export PLATFORM = sky130hd
export DESIGN_NAME = ALU
export DESIGN_NICKNAME = ALU
export VERILOG_FILES = /design/flow/design.v
export SDC_FILE = /design/flow/constraint.sdc
export NUM_CORES = 4
export LEC_CHECK = 1
export CORE_AREA = 10 10 70 70
export DIE_AREA = 0 0 80 80
==> deck_impl_summary.md <==
Key Metrics from the Run

Outcome
  • Status: complete, but fails checks
  • Failing checks: negative setup slack

Setup path
  • Critical Path Stages: 8
  • Slowest cell on the critical path: and3b_1
  • Critical path startpoint: a[0]
  • CP Capture Type: output pin
  • Crit path max-delay family: simple AND/OR/NAND/NOR gates
  • Critical path type: in2out
  • Capture point of the worst path: Result[1]
  • Worst Setup Start Kind: input pin
  • CP required: roughly 1.2 ns
  • Buffers & Inverters on Critical Path: 3
  • Crit path DAT: 1.26 ns
  • Crit-path max FO: 7
  • Largest stage delay on the critical path: 0.18 ns
  • Cell Chain, Critical Path: buf_6 > inv_4 > ha_4 > and3b_1 > a31oi_1 > nand4_1 > o211a_1 > buf_2

Yosys
  • Most used standard cell by instance count after synthesis: inv_1
  • Top cells by area: ha_1 16%, mux2i_1 8.3%, inv_1 7.8%
  • Synth Warn #: 1
  • Syn Area/Cell: 7.066 um2
  • Dominant cell area share: roughly 16%
  • Distinct cell type count after synthesis: 22
  • Synth Seq Share: 0%
  • Yosys cell count: 34
  • Gate Count Post-Synth: 34
  • Largest area contributor in the netlist: ha_1
  • Synth Cell Area: 240.2 um2
  • Chip area line of the yosys report: 240.2 um2
  • Commonest cells in the synthesized netlist: 5 x inv_1, 3 x ha_1, 3 x nand2_1

Timing
  • Shortest period the worst path allows: between 1.5 and 2 ns
  • Final Slew Violations: 0
  • Final setup violation count: 1
  • RSZ-0062 raised after global routing: yes
  • Least-Margin Pin Slew: between 0.1 and 0.15 ns
  • FMAX: roughly 640 MHz
  • Slew Limit Headroom: 89.95%
  • Final hold vios: 0
  • Fin crit share: 104.0%
  • Setup WS post-layout: -0.05973 ns
  • Sum Neg Setup Slack: -0.05973 ns

Floorplanning
  • Die x size: 80 um
  • Area of the core: about 3400 um2
  • Fp_density: around 7.0%
  • Die Span Y: about 80 um
  • DIE AREA: around 6400 um2
  • Top Ports: 8
  • Rows: 21

Drt
  • DRC: 0
  • WL final: 621 um
  • Antenna Cells: 0
  • Vias after detailed routing: around 260
  • Drt wl/cell: around 6.8 um
  • Vias per inst: about 2.9
  • 1st-iter DRT viols: 22
  • Antenna Violating Nets Remaining: 0
  • DR pass1 iterations: 2

Global route
  • First-pass GRT wire length: ~1000 um
  • Vias in the first global route: 239
  • Grt total ovfl: 0
  • Initial antenna violation count: 0
  • GRT Overall Usage: approximately 1.9%
  • Pin count of the biggest net entering global routing: 11

Run
  • MaxCap Viol Count: 0
  • Tool warnings: 36

Place
  • Placed Area: about 410 um2
  • GPL Wtd Cong: 0.6388
  • I/O Buffers: 8
  • Post-DP HPWL: ~540 um
  • Placed Cells: between 90 and 100

Power and ir drop
  • Power Density: between 200 and 250 nW/um2
  • Lkg Pwr: 0.1866 nW
  • Tot Pwr: roughly 0.09 mW
  • Peak supply drop: around 0.029 mV

Cells and area
  • Syn-to-layout area delta: 70.83%
  • Sequential cell area: 0 um2
  • Final non-filler cell total: around 91
  • Post-route design area: around 400 um2
  • # clk buffers: 0
  • Seq Cell Count: 0
  • Fillers: between 400 and 500
  • Fraction of layout cells with a size suffix above 1: between 40% and 50%
  • Final Util: around an eighth

Min path
  • Worst min-delay path class: in2out

Clock tree
  • Setup bufs post-CTS: 0
[through the flow]
stage               setup slack (ns)  hold WS (ns)
floorplan                    0.06512        0.7329
global placement             -0.9635         1.715
detailed placement           -0.9973         1.724
CTS                         -0.07644         1.131
global route                 -0.1469         1.069
finish                      -0.05973         1.032
[metal layers]
layer / share of wire (%) / GRT usage, %
met1: 43 / 2.373
met2: 51 / 3.291
met3: 5.8 / 0.4545
met4: 0 / 0
met5: 0 / 0
[how the worst min path moves through the flow]
stage	from	endpoint	slack, ns	depth (start not counted)
after CTS	a[0]	Result[0]	1.13	6
after global routing	b[1]	Result[1]	1.07	4
final	b[1]	Result[1]	1.03	4
[cells in the final DEF, fill, tap and decap left out, drive strengths merged]
master / count
o2111ai: 1
and4b: 1
and4bb: 1
nand2: 3
a21oi: 1
and3b: 1
dlymetal6s2s: 1
mux2i: 2
o21ai: 1
nor2: 1
o211a: 1
a22oi: 1
nand4: 1
a31oi: 2
nor3: 2
inv: 5
xnor2: 1
xor2: 1
ha: 3
o21bai: 1
clkdlybuf4s15: 1
buf: 13
[kinds of logic after synthesis]
group	Yosys count	share of synthesized area [%]
AND-OR/OR-AND	8	23.44
XOR/XNOR	2	7.293
adder cells (fa/ha/maj)	3	15.63
buffers and inverters	9	18.22
multiplexers	2	8.334
AND/OR/NAND/NOR	10	27.09
[layout make-up]
cell class / count / area, um2 / share of cell area, %
well taps: 46 / 57.56 / 14.02
repair buffers: 15 / 120.1 / 29.27
inverters: 5 / 21.27 / 5.183
multi-input cells: 25 / 211.5 / 51.52
[where the power goes]
part	internal, mW	leakage (nW)	switching [mW]
registers	0	0	0
logic	0.0505	0.187	0.0387
clock network	0	0	0
total	0.0505	0.187	0.0387
[what timing repair did]
item	4_1_cts	5_1_grt
endpoints found under the hold margin	0	0
gates resized	35	2
hold buffers	0	0
endpoints found under the setup margin	2	1
pin swaps	5	0
No activity file was given, so power comes from the tool's default toggle rates.
