==> flow/design.v <==
module bcd(a,b,c);
	input [3:0]a;
	wire [3:0]a;
	output [6:0]b;
	reg [6:0]b;
	output [6:0]c;
	reg [6:0]c;
	always @(a)
	begin
		if(a==0)begin
			b = 7'b1111110;   
			c = 7'b0000000;         
		end
		else if(a==1)begin
			b = 7'b0110000;
			c = 7'b0000001;
		end
		else if(a==2)begin
			b = 7'b1101101;
			c = 7'b0000010;
		end
		else if(a==3)begin
			b = 7'b1111001;
			c = 7'b0000011;
		end
		else if(a==4)begin
			b = 7'b0110011;
			c = 7'b0000100;
		end
		else if(a==5)begin
			b = 7'b1011011;
			c = 7'b0000101;
		end
		else if(a==6)begin
			b = 7'b1011111;
			c = 7'b0000110;
		end
		else if(a==7)begin
			b = 7'b1110000;
			c = 7'b0000111;
		end
		else if(a==8)begin
			b = 7'b1111111;
			c = 7'b0001000;
		end
		else if(a==9)begin
			b = 7'b1111011;
			c = 7'b0001001;
		end
		else begin
			b = 7'bxxxxxxx;
			c = 7'bxxxxxxx;
		end
	end
endmodule
==> flow/run.sh <==
#!/bin/bash
# OpenROAD 26Q1-2900-gdf79404cd8, Yosys 0.63+post, stock flow scripts
make -C /OpenROAD-flow-scripts/flow DESIGN_CONFIG=/design/flow/config.mk WORK_HOME=/design/flow/orfs finish
==> flow/config.mk <==
export PLATFORM = sky130hd
export DESIGN_NAME = bcd
export DESIGN_NICKNAME = bcd
export VERILOG_FILES = /design/flow/design.v
export SDC_FILE = /design/flow/constraint.sdc
export NUM_CORES = 4
export LEC_CHECK = 1
export CORE_AREA = 10 10 70 70
export DIE_AREA = 0 0 80 80
==> flow/constraint.sdc <==
current_design bcd

set clk_period 1.0
set clk_io_pct 0.2

create_clock -name clk0 -period $clk_period

set non_clock_inputs [all_inputs -no_clocks]
set_input_delay [expr $clk_period * $clk_io_pct] -clock clk0 $non_clock_inputs
set_output_delay [expr $clk_period * $clk_io_pct] -clock clk0 [all_outputs]
==> flow_metrics.py <==
# Synthesis and PnR figures
metrics = {
    "outcome": {
        "status": "complete, but fails checks",
        "violations": "setup timing",
    },
    "synthesis": {
        "ys_sh_xor_pct": 10.9,
        "synth_cells": 26,
        "area_leaders": "buf_4, o21bai_1, nand2b_1, or3_1, maj3_2",
        "yosysMostFrequentCell": "buf_4",
        "netlist_area_um2": 160,
        "synth-simple-area-share_pct": 33.6,
        "top_cell_area_share_pct": 18.8,
        "ys_sh_adder_pct": 7.03,
        "synth_cell_types": 17,
        "synth.area.mux_share_pct": 0,
        "postSynthSeqShare_pct": 0,
        "synth_area_leader_cell": "buf_4",
        "logic_family": "simple AND/OR/NAND/NOR gates",
        "yosys_area_um2": 160,
        "syn_avg_cell_area_um2": 6.16,
        "aoi_share_pct": 17.2,
        "yosys_warnings": 1,
        "synthTopCellsByCount": "buf_4, nor2_1",
        "yosys_cells": 26,
    },
    "route": {
        "vias_per_cell": 2.41,
        "via_count": 231,
        "first_pass_iters": 2,
        "totalWireLength_um": 758,
        "initialDrtViolationCount": 5,
        "antennaDiodeCount": 0,
        "wire_per_inst_um": 7.90,
        "ant_nets": 0,
        "drc": 0,
    },
    "worst_hold_path": {
        "hold_start": "a[0]",
        "hold_depth": 3,
        "hold_path_class": "input pin to output pin",
        "holdPathEnd": "b[2]",
    },
    "cells_and_area": {
        "fillerInstances": 390,
        "clock_buffers": 0,
        "fin_util_pct": 13.5,
        "area_growth_syn_to_layout_pct": 187,
        "logic_area_um2": 148,
        "ff_latch_area_um2": 0,
        "design_area_um2": 460,
        "layout-drive-gt1-share_pct": 66.0,
        "ff_count": 0,
        "final-instance-count-excl-fill": 96,
    },
    "job": {
        "cap_violations": 0,
        "warning_count": 34,
    },
    "floorplan": {
        "die_width_um": 80,
        "die-area_um2": 6400,
        "die_h_um": 80,
        "placementRows": 21,
        "ios": 18,
        "coreArea_um2": 3420,
        "fp_util_pct": 4.69,
    },
    "worst_setup_path": {
        "cp_data_required_time_ns": 0.80,
        "endpoint_kind": "output pin",
        "worstPathArrival_ns": 0.98,
        "cp-start-kind": "input pin",
        "crit_fanout": 5,
        "critical_path_class": "input pin to output pin",
    },
    "timing": {
        "fin_crit_ns": 1.18,
        "rsz0062_at_grt": "yes",
        "period_used_pct": 118,
        "setup_viol": 7,
        "timing.fmax_mhz": 851,
        "hold_viol": 0,
        "layout_setup_ws_ns": -0.175,
        "slew_violations": 0,
    },
    "global_route": {
        "grt_antenna_before_repair": 0,
        "grt_usage_pct": 2.17,
        "grt_pass1_wl_um": 1170,
        "grt_max_degree": 8,
        "grt_pass1_vias": 227,
        "overflow": 0,
    },
    "placed_design": {
        "dp_hpwl_um": 602,
        "placedCellCount": 89,
        "routabilityCongestion": 0.671,
        "numPortBuffers": 15,
        "placed_cell_area_um2": 382,
    },
    "power": {
        "ir_drop_mv": 0.0526,
        "p_leak_uw": 0.000219,
        "power.density_nw_per_um2": 345,
    },
    "cts": {
        "hold_buffers": 0,
    },
}
worst max-delay path by stage:
stage / start / to / slack, ns / depth (start not counted)
finish: a[2] / b[6] / -0.18 / 5
CTS: a[2] / b[6] / -0.17 / 5
global route: a[2] / b[6] / -0.20 / 5
where the power goes:
part	internal [uW]	switching, uW	total, uW	leakage [uW]
combinational	106	53.2	159	0.000219
sequential	0	0	0	0
clock	0	0	0	0
through the flow:
stage	TNS (ns)	setup WS (ns)	total power (uW)	hold slack [ns]
finish	-0.720	-0.175	159	0.650
global route	-1.02	-0.205	174	0.664
CTS	-0.798	-0.174	161	0.656
detailed placement	-8.83	-0.892	127	1.39
global placement	-8.66	-0.882	127	1.41
floorplan	0	0.0760	47.2	0.422
layout by cell type, fill, tap and decap left out:
cell	synthesis	final
xor2_1	1	1
dlygate4sd2_1	0	1
nor2_1	3	2
nand2b_4	0	1
buf_8	0	2
buf_6	0	7
conb_1	1	3
xnor2_2	0	1
nand2b_1	2	1
a21o_1	1	1
nand2_1	1	1
maj3_2	1	1
nor2_4	0	1
buf_2	1	9
inv_4	0	1
a21oi_2	0	1
buf_4	4	7
o21bai_1	2	2
and3_2	1	1
inv_1	2	1
clkdlybuf4s15_1	0	1
buf_12	0	1
or2_1	1	1
or3_1	2	2
worst max-delay path: stages:
cell	delay, ns
buf_8	0.10
buf_12	0.12
xnor2_2	0.13
or3_1	0.30
buf_2	0.12
layer usage:
layer	routed length [um]	track usage [%]
met3	100	0.795
met4	0	0
met5	0	0
met1	314	2.90
met2	343	3.45
final cells by class:
type	count	share of cell area (%)
Multi-Input combinational cell	20	32.1
Timing Repair Buffer	28	53.3
Inverter	2	2.17
Tap cell	46	12.5
cell families (layout without fill, tap and decap cells):
group                      Yosys count  after routing
AOI/OAI and AO/OA                    4              4
xor gates and xnor gates             2              2
adders and majority gates            1              1
buffers and inverters                8             30
other                                1              3
and+or+nand+nor                     10             10
repair_timing:
action / in CTS / in global routing
setup endpoints to repair: 11 / 9
buffers inserted: 7 / 0
pin swaps: 10 / 3
gates resized: 66 / 1
Power figures rest on the tool's default switching activity, not on a simulated workload.
